==> flow/design.v <==
`timescale 1ns / 1ps
module encoder(reset, clk, input_data, output_data, key);
input reset, clk;
input [7:0] input_data;
input [3:0] key;
output reg [7:0] output_data;
always @ (posedge clk, posedge reset)
begin
	if(reset) output_data = 8'b0000_0000;
	else
	begin
		output_data = ~input_data;
		output_data = output_data + key;
	end
end
endmodule
==> flow/run.sh <==
#!/bin/bash
# OpenROAD 26Q1-2900-gdf79404cd8, Yosys 0.63+post, stock flow scripts
make -C /OpenROAD-flow-scripts/flow DESIGN_CONFIG=/design/flow/config.mk WORK_HOME=/design/flow/orfs finish
==> flow/config.mk <==
export PLATFORM = sky130hd
export DESIGN_NAME = encoder
export DESIGN_NICKNAME = encoder
export VERILOG_FILES = /design/flow/design.v
export SDC_FILE = /design/flow/constraint.sdc
export NUM_CORES = 4
export LEC_CHECK = 1
export CORE_AREA = 10 10 70 70
export DIE_AREA = 0 0 80 80
==> flow/constraint.sdc <==
current_design encoder

set clk_period 1.0
set clk_io_pct 0.2

create_clock -name clk0 -period $clk_period [get_ports {clk}]

set non_clock_inputs [all_inputs -no_clocks]
set_input_delay [expr $clk_period * $clk_io_pct] -clock clk0 $non_clock_inputs
set_output_delay [expr $clk_period * $clk_io_pct] -clock clk0 [all_outputs]
==> out/qor.csv <==
metric;value;unit
Slew @ Worst Pin;0.2664;ns
crit-path leading delay family;adder cells;
initial antenna violation count;0;
largest net degree at the start of global routing;9;
TritonCTS clock tree;built;
total CTS buffers;3;
Cell Chain, Critical Path;buf_8 -> inv_8 -> ha_4 -> fa_2 -> a21o_1 -> a31oi_2 -> xor2_1;
PortBufs;21;
unrepaired setup endpoints after global routing;true;
Seq share, synth;41.13;%
CP Capture Type;flop;
Post-synth EDFFs;0;
Final HPWL DP;1051;µm
max-slew violation count;0;
Critical Path Fanout Max;2;
Switching Fraction;24.51;%
first-pass GRT wire length;1932;µm
Max Fclk;0.8547;GHz
slowest cell delay on critical path;0.38;ns
MaxCap Viol Count;0;
CP max stage cell;fa_2;
WS Path Type;input port to flop;
final setup fails;3;
CTS Sinks;8;
most frequent cell after synthesis;dfrtp_1;
Die Y;80;µm
synth warn;1;
hold_buf cts;0;
DRC violations left;0;
failing checks;negative setup slack;
Final Cell Area;930.9;µm²
placed cell area;880.8;µm²
total power;0.0009459;W
number of OpenROAD warnings;28;
Final min period;1.170;ns
Dominant flop cell;dfrtp_1;
Hold WS;0.1657;ns
vias in the first global route;445;
Root Buffer;clkbuf_4;
TritonRoute pass-1 iters;3;
top cells by count;8 x dfrtp_1, 7 x inv_1, 4 x ha_1;
Synth top area share;41.13;%
number of fill cells;360;
area leader, netlist;dfrtp_1;
Buf+Inv Stages, Crit Path;2;
H-Tree Depth;1;
Netlist Area Pre-Place;486.7;µm²
sw power;0.0002318;W
internal power;0.0007141;W
Mapped Avg Cell Area;10.82;µm²
Comb power frac;36.3;%
Rows;21;
post-synth area from yosys stat;486.7;µm²
Peak VDD IR;0.0002667;V
die width;80;µm
via count;433;
ys flops;8;
final WL;1239;µm
required time of the critical path;1.16;ns
IO Count;22;
full die area;6400;µm²
final instance count without filler cells;126;
Hold WC Path Type;input port to flop;
ys cells;45;
WHS Path Cells;2;
Routed WL per cell;9.833;µm
final hold violations;0;
Detail Route Antenna Nets;0;
Largest register FFs;8;
Placeable Area;3416;µm²
Clk pwr share;23.7;%
LEAKAGE;0.4074;nW
RD Place Congestion;0.8238;
status;finished, violations left;
all-layer global routing usage;3.591;%
relative slew slack;82.22;%
fp util;14.25;%
instance tally after logic synthesis;45;
dpl ws;-0.9748;ns
Setup WS post-layout;-0.1700;ns
PD cells;1016;nW/µm²
Worst path depth;7;
Initial DRC Count;3;
drt via density;3.437;
fraction of registers with async set/reset;100.0;%
final period utilization;117.0;%
Top cells by area;dfrtp_1 41%, ha_1 10%, inv_1 5.4%, xor2_1 5.4%, fa_1 4.1%;
DP Cell Count;122;
n_diodes;0;
Seq pwr share;39.9;%
Unique masters post-synth;23;
Clock transition at path regs;0.05;ns
GRT overflow;0;
Startpoint Class;input port;
Area Growth Syn to Fin;91.26;%
share of cells above drive strength 1;55.00;%
CTS Buffer Depth;2;
Worst Path Arrival;1.33;ns
[area by class of cell]
class | instances | area (µm²) | share of cell area, %
multi-input cells | 30 | 355.3 | 38.17
clock buffers | 3 | 22.52 | 2.419
flip-flops and latches | 8 | 200.2 | 21.51
repair buffers | 32 | 261.5 | 28.09
inverters | 7 | 33.78 | 3.629
well taps | 46 | 57.56 | 6.183
[worst paths after layout]
kind | start | end | slack, ns
hold / removal | key[0] | output_data[0] | 0.17
max in group asynchronous | reset | output_data[4] | 0.59
min in group asynchronous | reset | output_data[3] | 0.20
setup / recovery | input_data[0] | output_data[6] | -0.17
[power by group through the flow]
stage | clock network [W] | logic, W | registers, W
after CTS | 0.000241 | 0.000333 | 0.000378
after global routing | 0.000247 | 0.000380 | 0.000383
final | 0.000225 | 0.000344 | 0.000378
[kinds of logic (layout without fill, tap and decap cells)]
| family | count (synthesis) | after routing | synth area share [%] |
|---|---|---|---|
| buffers and inverters | 7 | 42 | 5.399 |
| AND-OR/OR-AND | 10 | 10 | 13.63 |
| adder cells (fa/ha/maj) | 5 | 5 | 14.40 |
| flip-flops | 8 | 8 | 41.13 |
| AND/OR/NAND/NOR | 10 | 10 | 15.17 |
| XOR/XNOR | 4 | 4 | 7.199 |
| multiplexers | 1 | 1 | 3.084 |
[routing by layer]
layer  wire, µm  track usage (%)  vias up
met5          0                0        -
met4         34            1.585        0
met3        161            1.591        2
met2        455            4.655       19
met1        588            4.949      188
li1           -                -      224
[through the flow]
step | TNS, ns | util [%]
after floorplan | -0.7001 | -
after global placement | -5.345 | 25.79
after detailed placement | -5.384 | 25.79
after CTS | -0.3997 | 27.40
after global routing | -0.5614 | 27.25
final | -0.3799 | 27.25
[cell usage in the layout (no fill, tap or decap), drive strengths merged, types with 2 or more instances in the layout]
cell type,n
dfrtp,8
clkdlybuf4s50,2
clkbuf,10
nor2,2
xor2,3
nor3b,2
buf,15
dlygate4sd2,3
inv,7
a21oi,3
clkdlybuf4s15,5
nand3b,2
ha,4
[repair_timing]
action,in CTS,in global routing
gates resized,53,16
setup endpoints to repair,15,9
buffers inserted,1,0
pin swaps,13,7
Power figures rest on the tool's default switching activity, not on a simulated workload.
