--- ./config.mk ---
export PLATFORM = sky130hd
export DESIGN_NAME = decoder
export DESIGN_NICKNAME = decoder
export VERILOG_FILES = /design/flow/design.v
export SDC_FILE = /design/flow/constraint.sdc
export NUM_CORES = 4
export LEC_CHECK = 1
export CORE_AREA = 10 10 73 73
export DIE_AREA = 0 0 83 83
--- ./constraint.sdc ---
current_design decoder

set clk_period 1.0
set clk_io_pct 0.2

create_clock -name clk0 -period $clk_period [get_ports {clk}]

set non_clock_inputs [all_inputs -no_clocks]
set_input_delay [expr $clk_period * $clk_io_pct] -clock clk0 $non_clock_inputs
set_output_delay [expr $clk_period * $clk_io_pct] -clock clk0 [all_outputs]
--- ./design.v ---
`timescale 1ns / 1ps
module decoder(reset, clk, input_data, output_data, key);
input reset, clk;
input [7:0] input_data;
input [3:0] key;
output reg [7:0] output_data;
always @ (posedge clk, posedge reset)
begin
	if(reset) output_data = 8'b0000_0000;
	else
	begin
		output_data = input_data - key;
		output_data = ~output_data;
	end
end
endmodule
--- ./run.sh ---
#!/bin/bash
# OpenROAD 26Q1-2900-gdf79404cd8, Yosys 0.63+post, stock flow scripts
make -C /OpenROAD-flow-scripts/flow DESIGN_CONFIG=/design/flow/config.mk WORK_HOME=/design/flow/orfs finish
==> impl_metrics.py <==
# Synthesis and PnR figures
metrics = {
    "global_routing": {
        "antenna_found_initial": 0,
        "grt_max_degree": 9,
        "track_usage": 0.0342,
        "grt_pass1_wl_mm": 2.00,
        "grt-ovfl-total": 0,
        "grt_pass1_vias": 442,
    },
    "logic_synthesis": {
        "yosysTopAreaCell": "dfrtp_1",
        "ys_sh_adder": 0.189,
        "synthCells": 40,
        "synth_chip_area_um2": 437,
        "synth_area_um2": 437,
        "ys_cells": 40,
        "ys_sh_simple": 0.140,
        "synth_flops": 8,
        "synth_area_per_cell_um2": 10.9,
        "ys_sh_xor": 0.100,
        "ys_top_logic_family": "adder cells",
        "synth_cell_types": 16,
        "yosys_warnings": 1,
        "ys_top_cells_by_area": "dfrtp_1, ha_1, xnor2_1, inv_1, fa_1",
        "mux_share": 0,
        "synthAoiAreaFrac": 0.0516,
        "synth_top_area_share": 0.458,
        "synth-seq-area-share": 0.458,
    },
    "place": {
        "dp_hpwl_um": 946,
        "place_congestion": 0.676,
        "port_buffers": 21,
    },
    "final_timing": {
        "setup_viol": 4,
        "max_freq_mhz": 800,
        "max_slew_margin": 0.823,
        "period_minus_slack_ps": 1250,
        "finalHoldViolCount": 0,
        "tns_ps": -561,
        "holdWs_ps": 215,
        "period_used_share": 1.25,
        "setup_ws_ps": -250,
        "rsz0062_at_grt": "yes",
        "slew_viol_final": 0,
        "worst_pin_slew_ps": 265,
    },
    "worst_setup_path": {
        "critPathRequiredTime_ps": 1130,
        "critical_path_class": "input port to flop",
        "crit_chain": "buf_8 -> inv_12 -> ha_4 -> inv_2 -> fa_2 -> a21oi_2 -> nor2b_4 -> nor4_4 -> xnor2_1",
        "cp_slowest_cell": "fa_2",
        "critPathMaxFanout": 2,
        "critPathArrivalTime_ps": 1380,
        "cp-start-kind": "input port",
        "crit_path_end_kind": "flop",
        "cpPeakStageDelay_ps": 340,
    },
    "routing": {
        "drc_errors": 0,
        "wl_mm": 1.20,
        "drtAntennaViolNets": 0,
        "viasPerCell": 3.17,
        "dr.pass1.iters": 3,
        "diodes": 0,
        "drt_iter0_drc": 17,
        "wl_per_cell_um": 9.68,
        "vias": 393,
    },
    "floorplanning": {
        "rows": 22,
        "dieArea_mm2": 0.00689,
        "io_pins": 22,
        "die_h_um": 83,
        "fp_util": 0.117,
        "fp.coreArea_mm2": 0.00374,
        "fp.dieW_um": 83,
    },
    "clock_network": {
        "numCtsBuffers": 3,
        "clkTransAtPathRegs_ps": 40,
        "clock-sinks": 8,
        "htree_levels": 1,
        "tritoncts": "yes",
        "hold_buffers": 0,
        "cts-root-buf": "clkbuf_8",
        "cts_max_path_buffers": 2,
    },
    "pwr": {
        "leakagePower_nw": 0.432,
        "vdd_drop_max_mv": 0.294,
        "p_per_area_mw_per_mm2": 1110,
    },
    "run": {
        "drv_cap": 0,
        "warnings": 29,
    },
    "layout": {
        "drive_above_1_share": 0.632,
        "largest_reg_flops": 8,
        "syn2layout_area_growth_pct": 138,
    },
    "outcome": {
        "status": "finished, violations left",
        "violations": "negative setup slack",
    },
    "min_path": {
        "hp-class": "input port to asynchronous set/reset pin",
    },
}
[critical path, delay by kind of cell]
kind            cells  cell delay (ps)
buf+inv             3              180
fa+ha+maj           2              450
simple gates        2              220
compound gates      1              180
xor+xnor            1              160
[cells by family (layout without fill, tap and decap cells)]
kind of cell               after synthesis  after routing
DFF                                      8              8
and+or+nand+nor                         10             10
buffers and inverters                    7             43
xor gates and xnor gates                 5              5
adders and majority gates                6              6
AOI/OAI and AO/OA                        4              4
[layout by cell type (no fill, tap or decap)]
cell / instances
nand2b_4: 1
or2_1: 1
dlygate4sd2_1: 1
nor2_4: 2
nor3_2: 1
a21oi_4: 1
nand2b_1: 1
ha_4: 5
dfrtp_1: 8
clkbuf_8: 3
nor2_2: 1
o21ai_4: 1
buf_2: 1
inv_1: 2
inv_2: 2
a211oi_1: 1
buf_4: 9
nor4_4: 1
inv_4: 2
xnor2_1: 2
fa_2: 1
nor2b_4: 1
buf_6: 9
buf_8: 1
xnor2_2: 3
or4_4: 1
clkdlybuf4s50_1: 2
clkdlybuf4s15_1: 10
inv_12: 1
a21oi_2: 1
[cell type report]
cell class,instances,area [um2]
fill,397,2710
clock buffer,3,41.3
inverter,7,43.8
multi-input combinational,25,374
tap,48,60.1
timing repair buffer,33,318
sequential,8,200
[final timing paths]
check,startpoint,endpoint,cells after the start
setup / recovery,input_data[0],output_data[6],9
hold / removal,reset,output_data[2],2
max in group asynchronous,reset,output_data[6],2
min in group clk0,key[0],output_data[0],3
[power breakdown]
| part | leakage, nW | internal (W) | switching [W] |
|---|---|---|---|
| clock | 0.0216 | 0.000259 | 0.000103 |
| sequential | 0.0936 | 0.000370 | 0.0000109 |
| combinational | 0.317 | 0.000256 | 0.000149 |
[per-layer routing]
metal / global-route usage / routed length, um
met5: 0 / 0
met4: 0.00615 / 7
met3: 0.0167 / 120
met2: 0.0545 / 578
met1: 0.0408 / 493
[metrics by stage]
stage	setup slack, ps	instances	total power, W	instance area [um2]	utilization
2_1_floorplan	-321	40	0.000498	495	-
3_3_place_gp	-982	118	0.000700	833	0.223
3_5_place_dp	-1000	118	0.000704	833	0.223
4_1_cts	-415	124	0.00113	988	0.264
5_1_grt	-303	124	0.00123	1040	0.277
6_report	-250	124	0.00115	1040	0.277
[repair_timing]
item / 4_1_cts / 5_1_grt
pin swaps: 17 / 12
gates resized: 76 / 11
endpoints found under the setup margin: 16 / 6
setup buffers: 3 / 1
[cells in the mapped netlist]
cell type and count:
nor4_1 1, or4_4 1, nor2b_1 1, inv_1 7, dfrtp_1 8, a211oi_1 1
a21oi_1 2, o21ai_0 1, nor2_1 2, or2_1 1, nor2_2 1, ha_1 5
xnor2_1 5, nand2b_1 2, fa_1 1, nor3_1 1
Power and IR drop assume default switching activity.
